===== flow/config.mk =====
export PLATFORM = sky130hd
export DESIGN_NAME = SOMASUB
export DESIGN_NICKNAME = SOMASUB
export VERILOG_FILES = /design/flow/design.v
export SDC_FILE = /design/flow/constraint.sdc
export NUM_CORES = 4
export LEC_CHECK = 1
export CORE_AREA = 10 10 70 70
export DIE_AREA = 0 0 80 80

===== flow/constraint.sdc =====
current_design SOMASUB

set clk_period 4.4
set clk_io_pct 0.2

create_clock -name clk0 -period $clk_period

set non_clock_inputs [all_inputs -no_clocks]
set_input_delay [expr $clk_period * $clk_io_pct] -clock clk0 $non_clock_inputs
set_output_delay [expr $clk_period * $clk_io_pct] -clock clk0 [all_outputs]

===== flow/design.v =====
module SOMASUB(A,B,op,R,zero,sinal,overflow);
    input [3:0] A,B;
    input op;
    output reg [3:0] R;
    output zero,sinal, overflow;
    assign sinal=R[3];
    assign zero=~(|R);
    assign overflow = (A[0] & B[0]) | ((A[0] ^ B[0]) & ~R[0]);
    always @(*)
        begin
            R = (op)?A-B:A+B;
        end
endmodule  

===== flow/run.sh =====
#!/bin/bash
# OpenROAD 26Q1-2900-gdf79404cd8, Yosys 0.63+post, stock flow scripts
make -C /OpenROAD-flow-scripts/flow DESIGN_CONFIG=/design/flow/config.mk WORK_HOME=/design/flow/orfs finish

==> flow_metrics.env <==
# source this file to load flow results
export IMPL_p_switching_uw=24.2
export IMPL_seq_area_frac_synth=0
export IMPL_setup_viol=0
export IMPL_worstMarginPinSlew_ps=254
export IMPL_powerDensity_nw_per_um2=143
export IMPL_nClkBuffers=0
export IMPL_fp_utilization=0.0744
export IMPL_period_needed_ps=4220
export IMPL_crit_type="in2out"
export IMPL_p_int_uw=44.9
export IMPL_crit_fanout=3
export IMPL_holdBufCountCts=0
export IMPL_setup_tns_ps=0
export IMPL_setup_ws_ps=185
export IMPL_yosys_cells=32
export IMPL_flop_area_um2=0
export IMPL_peakVddDrop_v=0.0000278
export IMPL_endpoint="sinal"
export IMPL_sequentialPowerShare=0
export IMPL_dr_pass1_iters=3
export IMPL_whs_path_depth=6
export IMPL_leakage_uw=0.000214
export IMPL_grt_pass1_vias=290
export IMPL_synth_top_cell_area_share=0.246
export IMPL_tool_warnings=33
export IMPL_wire_per_inst_um=7.73
export IMPL_finalClockPeriodUsage=0.958
export IMPL_antenna_cells=0
export IMPL_drt_iter0_drc=3
export IMPL_cts_setup_buffers=0
export IMPL_gr_usage_all_layers=0.0217
export IMPL_ys_types=15
export IMPL_max_cap_violations=0
export IMPL_relSlewSlack=0.829
export IMPL_routabilityCongestion=0.706
export IMPL_wl_um=727
export IMPL_run_status="finished, final reports clean"
export IMPL_core_um2=3420
export IMPL_crit_path_end_kind="primary output"
export IMPL_ys_area_um2=254
export IMPL_viasPerCell=2.85
export IMPL_cp_arrival_ps=3340
export IMPL_crit_path_start="B[1]"
export IMPL_ant_nets=0
export IMPL_die_h_um=80
export IMPL_drc_errors=0
export IMPL_grt_pass1_wl_mm=1.21
export IMPL_io_buffers=16
export IMPL_synth_top_cell_by_area="ha_1"
export IMPL_hp_class="in2out"
export IMPL_netlist_area_um2=254
export IMPL_io_pins=16
export IMPL_std_cell_rows=21
export IMPL_cp_start_kind="input pin"
export IMPL_synthCells=32
export IMPL_hold_violations=0
export IMPL_dp_slack_ps=32.5
export IMPL_die_w_um=80
export IMPL_p_comb_frac=1.000
export IMPL_die_area_um2=6400
export IMPL_grt_ovfl_total=0
export IMPL_rsz0062_at_grt="no"
export IMPL_drv_slew=0
export IMPL_power_uw=69.1
export IMPL_grt_max_degree=5
export IMPL_antenna_found_initial=0
export IMPL_max_freq_ghz=0.237
export IMPL_ys_warn_count=1
export IMPL_p_sw_frac=0.350
export IMPL_crit_required_ps=3520
export IMPL_dp_hpwl_um=678
export IMPL_hold_ws_ps=2740
export IMPL_syn_area_per_cell_um2=7.94
export IMPL_flop_count=0
export IMPL_clockPowerShare=0
export IMPL_drive_above_1_share=0.146
export IMPL_vias=268
export IMPL_synthToLayoutAreaGrowth_pct=89.7
export IMPL_topCellsByArea="ha_1 25%, xnor2_1 14%, inv_1 12%"
## worst min path at each step
stage	from	to
final	A[0]	zero
after global routing	A[2]	zero
after CTS	A[0]	overflow
## worst max-delay path, stage by stage
cell	delay [ps]
clkdlybuf4s50_1	510
inv_1	60
ha_1	260
mux2_2	290
inv_1	70
ha_1	210
nor2b_1	140
o21ai_2	180
nand2_1	110
xnor2_2	140
clkdlybuf4s50_1	490
## power groups by stage
stage / logic [uW] / registers (uW) / clock network [uW]
CTS: 68.6 / 0 / 0
global route: 77.3 / 0 / 0
finish: 69.1 / 0 / 0
## routing by layer
| metal | part of all wire | GRT usage | up-vias |
|---|---|---|---|
| met3 | 0.13 | 0.00682 | 0 |
| met1 | 0.41 | 0.0258 | 121 |
| met4 | 0 | 0 | 0 |
| met2 | 0.45 | 0.0393 | 11 |
| met5 | 0 | 0 | - |
| li1 | - | - | 136 |
## metrics by stage
stage | util | cells | area, um2
after detailed placement | 0.138 | 94 | 472
after global placement | 0.138 | 94 | 472
after floorplan | - | 32 | 254
after global routing | 0.141 | 94 | 482
final | 0.141 | 94 | 482
after CTS | 0.138 | 94 | 472
## cells in the mapped netlist
| master | count |
|---|---|
| inv_1 | 8 |
| ha_1 | 5 |
| xnor2_1 | 4 |
| nand2_1 | 2 |
| nor2_1 | 2 |
| nor3_2 | 2 |
| a211oi_1 | 1 |
| buf_4 | 1 |
| fa_1 | 1 |
| mux2_2 | 1 |
| nor2b_1 | 1 |
| nor4b_2 | 1 |
| o211ai_1 | 1 |
| o21a_1 | 1 |
| o21ai_2 | 1 |
## timing repair
| item | 4_1_cts | 5_1_grt |
|---|---|---|
| endpoints found under the setup margin | 0 | 3 |
| endpoints found under the hold margin | 0 | 0 |
| gates resized | 0 | 2 |
## final cells by class
type	instances	area (um2)
Fill cell	389	2930
Inverter	8	30.0
Multi-Input combinational cell	23	224
Tap cell	46	57.6
Timing Repair Buffer	17	170
## cell usage in the layout (no fill, tap or decap), drive strengths merged
| master | netlist | layout |
|---|---|---|
| fa | 1 | 1 |
| o21ai | 1 | 1 |
| ha | 5 | 5 |
| inv | 8 | 8 |
| clkdlybuf4s50 | 0 | 15 |
| nand2 | 2 | 2 |
| dlymetal6s2s | 0 | 1 |
| nor4b | 1 | 1 |
| o211ai | 1 | 1 |
| nor2b | 1 | 1 |
| o21a | 1 | 1 |
| nor2 | 2 | 2 |
| buf | 1 | 1 |
| xnor2 | 4 | 4 |
| a211oi | 1 | 1 |
| mux2 | 1 | 1 |
| nor3 | 2 | 2 |
## cells by family (layout without fill, tap and decap cells)
kind of cell	after synthesis	count (layout)	synth area share
buf+inv	9	25	0.148
fa+ha+maj	6	6	0.325
mux	1	1	0.0443
xor+xnor	4	4	0.138
simple gates	8	8	0.222
compound gates	4	4	0.123
Power figures rest on the tool's default switching activity, not on a simulated workload.
